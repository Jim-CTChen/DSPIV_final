**config.mk**
```make
export PLATFORM = sky130hd
export DESIGN_NAME = sr
export DESIGN_NICKNAME = sr
export VERILOG_FILES = /design/flow/design.v
export SDC_FILE = /design/flow/constraint.sdc
export NUM_CORES = 4
export LEC_CHECK = 1
export CORE_UTILIZATION = 30
```
**constraint.sdc**
```tcl
current_design sr

set clk_period 4.5
set clk_io_pct 0.2

create_clock -name clk0 -period $clk_period [get_ports {clk}]

set non_clock_inputs [all_inputs -no_clocks]
set_input_delay [expr $clk_period * $clk_io_pct] -clock clk0 $non_clock_inputs
set_output_delay [expr $clk_period * $clk_io_pct] -clock clk0 [all_outputs]
```
**design.v**
```verilog
module sr(
  clk, rst,
  s_in, t_in, max_in, v_in, f_in, valid_in,
  s_out, t_out, max_out, v_out, f_out, valid_out
);
input         clk, rst, valid_in;
input  [ 1:0] s_in, t_in;
input  [11:0] max_in, v_in, f_in;
output        valid_out;
output [ 1:0] s_out, t_out;
output [11:0] max_out, v_out, f_out;
parameter BUFFER_LENGTH = 129;
parameter IDLE = 2'b00;
parameter BUSY = 2'b01;
parameter END = 2'b10;
reg  [ 1:0] state, next_state;
reg         valid_buffer [0:BUFFER_LENGTH-1];
reg  [ 1:0] s_buffer     [0:BUFFER_LENGTH-1];
reg  [ 1:0] t_buffer     [0:BUFFER_LENGTH-1];
reg  [11:0] max_buffer   [0:BUFFER_LENGTH-1];
reg  [11:0] f_buffer     [0:BUFFER_LENGTH-1];
reg  [11:0] v_buffer     [0:BUFFER_LENGTH-1];
integer i;
initial begin
  state = IDLE;
end
assign valid_out = valid_buffer[BUFFER_LENGTH-1];
assign s_out = s_buffer[BUFFER_LENGTH-1];
assign t_out = t_buffer[BUFFER_LENGTH-1];
assign max_out = max_buffer[BUFFER_LENGTH-1];
assign f_out = f_buffer[BUFFER_LENGTH-1];
assign v_out = v_buffer[BUFFER_LENGTH-1];
always@ (*) 
begin
  case(state)
    IDLE: begin
      if (valid_in)
        next_state = BUSY;
      else 
        next_state = IDLE;
    end
    BUSY: begin
      if (!valid_in)  
        next_state = END;
      else
        next_state = BUSY;
    end
    default:
      next_state = IDLE;
  endcase
end
integer idx;
always@ (posedge clk or posedge rst)
begin
  if (rst) begin
    state <= IDLE;
    for (idx = 0; idx < BUFFER_LENGTH; idx = idx + 1) begin
      valid_buffer[idx] <= 0;
      s_buffer[idx] <= 0;
      t_buffer[idx] <= 0;
      max_buffer[idx] <= 0;
      f_buffer[idx] <= 0;
      v_buffer[idx] <= 0;
    end
  end
  else begin
    state <= next_state;
    if (next_state == END) begin 
      valid_buffer[0] <= 0;
      s_buffer[0] <= 0;
      t_buffer[0] <= 0;
      max_buffer[0] <= 0;
      f_buffer[0] <= 0;
      v_buffer[0] <= 0;
    end
    else begin
      valid_buffer[0] <= valid_in;
      s_buffer[0] <= s_in;
      t_buffer[0] <= t_in;
      max_buffer[0] <= max_in;
      f_buffer[0] <= f_in;
      v_buffer[0] <= v_in;
    end
    for (idx = 1; idx < BUFFER_LENGTH; idx = idx + 1) begin
      valid_buffer[idx] <= valid_buffer[idx-1];
      s_buffer[idx] <= s_buffer[idx-1];
      t_buffer[idx] <= t_buffer[idx-1];
      max_buffer[idx] <= max_buffer[idx-1];
      f_buffer[idx] <= f_buffer[idx-1];
      v_buffer[idx] <= v_buffer[idx-1];
    end
  end
end
endmodule
```
**run.sh**
```bash
#!/bin/bash
# OpenROAD 26Q1-2900-gdf79404cd8, Yosys 0.63+post, stock flow scripts
make -C /OpenROAD-flow-scripts/flow DESIGN_CONFIG=/design/flow/config.mk WORK_HOME=/design/flow/orfs finish
```
==> results.json <==
{
  "period_used_share": 0.583,
  "hold_violations": 0,
  "ctsRootBufferMaster": "clkbuf_16",
  "powerDensity_mw_per_mm2": 564,
  "clock_tree.buffer_depth": 4,
  "pins_over_slew_limit": 0,
  "ctsHtreeMaxLevel": 5,
  "fin_area_mm2": 0.158,
  "cts_repair_resize_count": 0,
  "fin_crit_ns": 2.62,
  "route.vias.total": 41600,
  "drt_first_iter_violations": 2235,
  "synthesis.instances": 5339,
  "maxCapViolCount": 0,
  "tritoncts_clock_tree": "yes",
  "totalNegativeSetupSlack_ns": 0,
  "max-slew-margin-rel": 0.423,
  "clock-sinks": 5291,
  "die.size.y_um": 667,
  "die_x_um": 667,
  "netlist.area_leader.share": 0.998,
  "numSynthFlops": 5291,
  "totalWireLength_um": 128000,
  "area_growth_pct": 19.0,
  "grt_setup_unrepaired": "no",
  "leakage_nw": 79.0,
  "ys_cells": 5339,
  "vias_per_cell": 3.40,
  "hold_class": "reg2reg",
  "fraction_of_final_layout_cells_sized_beyond_drive_strength_1": 0.135,
  "cts-hold-fix-buffers": 0,
  "setup.worst_path.class": "reg2out",
  "yosysUniqueCellTypes": 6,
  "timing_worst_slew_pin_value_ns": 0.864,
  "grt_first_pass_wirelength_um": 235000,
  "port-buffer-count": 83,
  "numCtsBuffers": 456,
  "path_clk_slew_ns": 0.06,
  "wl_per_cell_um": 10.5,
  "crit_path_top_delay_cell": "clkdlybuf4s50_1",
  "antenna_violations_before_repair": 3,
  "critical_path.endpoint_type": "output pin",
  "synth_seq_share": 0.998,
  "synth.yosys.warnings": 7,
  "pin_count": 84,
  "netlist_area_mm2": 0.133,
  "remaining_drc_errors": 0,
  "cp.buffers_inverters": 1,
  "n_fill_cell": 39300,
  "yosys.area.top_type": "dfrtp_1",
  "detailedPlace.worstSlack_ns": 1.26,
  "die-area_mm2": 0.445,
  "critical_path_cell_by_cell": "clkdlybuf4s50_1",
  "clock.latency.late_pin_ns": 0.91,
  "num_rows": 243,
  "critical_path.top_delay_family": "buffers and inverters",
  "mostFrequentLayoutCell": "dfrtp_1",
  "post-cts-setup-buffers": 0,
  "synthesis.area_per_instance_um2": 24.9,
  "totalPowerFinal_mw": 89.0,
  "irDropWorstVdd_v": 0.000364,
  "worstPathArrival_ns": 1.72,
  "gr-total-overflow": 0,
  "ys_chip_area_mm2": 0.133,
  "openroad_warning_count": 41,
  "grt_use_total": 0.0639,
  "dpl-instance-area_mm2": 0.143,
  "slowest_delay_ns": 0.46,
  "drt-pass1-iter-count": 4,
  "dp_hpwl_um": 53700,
  "status": "complete, no violations",
  "worst_clock_skew_ns": 0.0467,
  "critical_path_data_required_time_ns": 3.60,
  "grt_start_max_net_pins": 148,
  "most-common-layout-cells": "dfrtp_1, clkbuf_16, clkbuf_8",
  "drtAntennaViolNets": 0,
  "fmax_mhz": 381,
  "core_region_area_mm2": 0.439,
  "via_count_of_the_first_global_routing_pass": 46300,
  "fin_ws_ns": 1.88,
  "crit_fanout": 1,
  "report.final.setup_viol": 0,
  "floorplanUtilization": 0.302,
  "post_synth_main_area_contributors": "dfrtp_1, nor2b_1, buf_2",
  "routabilityCongestion": 0.690,
  "cp-start-kind": "register"
}
per-stage QoR:
step                      hold slack, ns  utilization  std cells
after global placement             0.331        0.325      11400
final                              0.302        0.360      12200
after floorplan                    0.331            -       5339
after CTS                          0.302        0.360      12200
after global routing               0.306        0.360      12200
after detailed placement           0.335        0.325      11400
final cells by class:
| class | instances | area (µm²) | area share |
|---|---|---|---|
| Sequential cell | 5291 | 132000 | 0.838 |
| Clock buffer | 661 | 13400 | 0.0850 |
| Tap cell | 5880 | 7360 | 0.0466 |
| Timing Repair Buffer | 201 | 2470 | 0.0156 |
| Multi-Input combinational cell | 42 | 275 | 0.00174 |
| Antenna cell | 3 | 7.51 | 0.0000475 |
| Clock inverter | 162 | 1980 | 0.0125 |
| Inverter | 1 | 7.51 | 0.0000475 |
synth_stat cells:
cell / count
dfrtp_1: 5291
nor2b_1: 41
buf_2: 4
clkbuf_1: 1
inv_1: 1
nor3b_2: 1
per-layer routing:
| layer | vias up | global-route usage | share of wire |
|---|---|---|---|
| li1 | 17900 | - | - |
| met1 | 22700 | 0.112 | 0.50 |
| met3 | 425 | 0.0163 | 0.055 |
| met2 | 636 | 0.0803 | 0.41 |
| met5 | - | 0 | 0 |
| met4 | 0 | 0.0228 | 0.038 |
final timing paths:
kind                            depth (start not counted)  slack (ns)                 to          startpoint
worst max-delay path                                    1        1.88         max_out[0]  max_buffer[128][0]
worst max register to register                          3        3.23     f_buffer[0][4]            state[1]
max in group asynchronous                               4        2.35    f_buffer[58][3]                 rst
worst min-delay path                                    0        0.30    v_buffer[92][0]     v_buffer[91][0]
min in group asynchronous                               3        1.09  max_buffer[87][1]                 rst
worst min register to register                          0        0.30    v_buffer[92][0]     v_buffer[91][0]
cell families (layout without fill, tap and decap cells):
group / Yosys count / in the layout / share of synthesized area
other cells: 0 / 3 / 0
flops: 5291 / 5291 / 0.998
simple gates: 42 / 42 / 0.00203
buf+inv: 6 / 1025 / 0.000207
sequential cells by signal (all words and copies together), names as in the netlist:
signal and cells:
max_buffer 1548, s_buffer 258, state 2, valid_buffer 129, v_buffer 1548, f_buffer 1548, t_buffer 258
report_power, final:
group | internal (mW) | switching, mW | total (mW) | leakage [nW]
Clock | 22.9 | 15.9 | 38.8 | 7.59
Combinational | 0.183 | 0.875 | 1.06 | 1.26
Sequential | 48.8 | 0.320 | 49.1 | 70.2
Power figures rest on the tool's default switching activity, not on a simulated workload.
